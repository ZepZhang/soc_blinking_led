**design/flow/config.mk**
```make
export PLATFORM = sky130hd
export DESIGN_NAME = oneshot
export DESIGN_NICKNAME = oneshot
export VERILOG_FILES = /design/flow/design.v
export SDC_FILE = /design/flow/constraint.sdc
export NUM_CORES = 4
export LEC_CHECK = 1
export CORE_AREA = 10 10 70 70
export DIE_AREA = 0 0 80 80
```
**design/flow/design.v**
```verilog
module oneshot (
    input clk,
    input [3:0] edge_sig,
    output [3:0] level_sig
);
reg [3:0] cur_value;
reg [3:0] last_value;
assign level_sig = ~cur_value & last_value;
always @(posedge clk) begin
    cur_value <= edge_sig;
    last_value <= cur_value;
end
endmodule
```
**design/flow/constraint.sdc**
```tcl
current_design oneshot

set clk_period 1.0
set clk_io_pct 0.2

create_clock -name clk0 -period $clk_period [get_ports {clk}]

set non_clock_inputs [all_inputs -no_clocks]
set_input_delay [expr $clk_period * $clk_io_pct] -clock clk0 $non_clock_inputs
set_output_delay [expr $clk_period * $clk_io_pct] -clock clk0 [all_outputs]
```
**design/flow/run.sh**
```bash
#!/bin/bash
# OpenROAD 26Q1-2900-gdf79404cd8, Yosys 0.63+post, stock flow scripts
make -C /OpenROAD-flow-scripts/flow DESIGN_CONFIG=/design/flow/config.mk WORK_HOME=/design/flow/orfs finish
```
==> impl_metrics.json <==
{
  "r2r_cells": 0,
  "diodes": 0,
  "power.leakage_nw": 0.1451,
  "fp-utilization_pct": 6.300,
  "ys_area_um2": 215.2,
  "track_usage_pct": 1.255,
  "status": "finished, final reports clean",
  "final_util_pct": 10.62,
  "area_delta_synth_final_pct": 68.60,
  "dpl-instance-area_um2": 352.8,
  "grt_overflow": 0,
  "grt_pass1_wl_um": 614,
  "insertion_delay_ps": 240,
  "finalSetupViolCount": 0,
  "ys.flops": 8,
  "cts_sinks": 8,
  "fp.dieH_um": 80,
  "synthesis.area_um2": 215.2,
  "drv_slew": 0,
  "syn_avg_cell_area_um2": 17.93,
  "antenna_found_initial": 0,
  "endpoint_kind": "output port",
  "grt_max_degree": 5,
  "holdCritStartpoint": "cur_value[2]",
  "post-cts-setup-buffer-count": 0,
  "first_global_vias": 148,
  "clockBufferDepth": 2,
  "postCtsHoldBufs": 0,
  "startpoint_type": "flip-flop",
  "drive_gt1_share_pct": 73.91,
  "ant_nets": 0,
  "yosys.area.top_type_share_pct": 74.42,
  "dieArea_um2": 6400,
  "worst-path-max-fanout": 1,
  "die_width_um": 80,
  "synthArstFlopShare_pct": 0,
  "yosys.area.top_type": "dfxtp_1",
  "cap_violations": 0,
  "top_cell": "dfxtp_1",
  "fin_crit_ps": 962.3,
  "timing.hold.ws_ps": 370.7,
  "drc_errors": 0,
  "hold_violations": 0,
  "holdPathEnd": "last_value[2]",
  "drt-initial-drc-count": 0,
  "cts_made_buffers": 3,
  "row_count": 21,
  "power_density_nw_per_um2": 1690,
  "viasPerCell": 1.754,
  "yosys_cells": 12,
  "area_leaders": "dfxtp_1, nor2b_4",
  "wirelength_um": 387,
  "cts-root-buf": "clkbuf_4",
  "critPathRequiredTime_ps": 800,
  "r2r_start": "cur_value[3]",
  "h-tree-depth": 1,
  "cts_tree": "yes",
  "firstDrtPassIters": 1,
  "clk_pin_slew_ps": 50,
  "irDropWorstVdd_uv": 454.7,
  "fin_area_um2": 362.8,
  "wl_per_cell_um": 5.609,
  "rrSetupSlack_ps": 560,
  "ff_type": "dfxtp_1",
  "core_um2": 3416,
  "routabilityCongestion": 0.5753,
  "hold_depth": 0,
  "finalCritPeriodShare_pct": 96.23,
  "fin_total_pwr_mw": 0.6131,
  "crit_type": "flip-flop to output port",
  "skew_ps": 0.05601,
  "cp.arrival_ps": 760,
  "instances_no_fill": 69,
  "vias": 121,
  "postSynthCellCount": 12,
  "seq_area_frac_synth_pct": 74.42,
  "dp_cells": 66,
  "numPortBuffers": 8,
  "slew-limit-headroom_pct": 95.23,
  "min_path_type": "flip-flop to flip-flop",
  "warning_count": 26,
  "worst_pin_slew_ps": 71.56,
  "grt_setup_unrepaired": "true",
  "r2r-end": "last_value[3]",
  "ys_types": 2,
  "yosys_warnings": 1,
  "common_cells": "dfxtp_1, nor2b_4",
  "edf_count": 0,
  "ios": 9,
  "max_freq_mhz": 1039
}
## cell type report
class / count / area, um^2
Fill cell: 401 / 3053
Timing Repair Buffer: 8 / 60.06
Clock buffer: 3 / 22.52
Multi-Input combinational cell: 4 / 55.05
Tap cell: 46 / 57.56
Sequential cell: 8 / 167.7
## stage by stage
stage               setup TNS (ps)  setup slack (ps)
finish                           0             37.69
global route                -10.25            -7.440
CTS                              0             16.06
detailed placement          -363.7            -105.0
global placement            -324.0            -93.69
floorplan                        0             413.7
## placed cells by master, fill, tap and decap left out, drive strengths merged
master	n
nor2b	4
clkdlybuf4s50	4
buf	4
clkbuf	3
dfxtp	8
## state kept, by name, indices dropped and copies added, names as in the netlist
signal,cells
last_value,4
cur_value,4
## logic make-up (layout without fill, tap and decap cells)
family / Yosys count / after routing / synth area share, %
simple gates: 4 / 4 / 25.58
buf+inv: 0 / 11 / 0
flops: 8 / 8 / 74.42
## what timing repair did
action,4_1_cts,5_1_grt
endpoints found under the setup margin,4,3
pin swaps,0,0
gates resized,16,2
## critical path, cell delays in order, from the launching register on
cell and delay [ps]:
dfxtp_2 300, nor2b_4 110, buf_2 110
## routing by layer
| layer | up-vias | GRT usage [%] | share of wire (%) |
|---|---|---|---|
| li1 | 60 | - | - |
| met1 | 56 | 0.9396 | 32 |
| met2 | 3 | 2.006 | 53 |
| met3 | 2 | 1.364 | 12 |
| met4 | 0 | 0.5282 | 1.8 |
| met5 | - | 0 | 0 |
## power breakdown
| group | switching [mW] | internal, mW | leakage (nW) | total (mW) |
|---|---|---|---|---|
| combinational | 0.00519 | 0.0311 | 0.0638 | 0.0363 |
| clock | 0.0909 | 0.136 | 0.0138 | 0.227 |
| sequential | 0.0101 | 0.340 | 0.0675 | 0.350 |
## worst max path at each step
stage | cells past startpoint | endpoint | slack [ps] | from
finish | 2 | level_sig[3] | 40 | last_value[3]
global route | 2 | level_sig[3] | -7 | last_value[3]
CTS | 2 | level_sig[3] | 20 | last_value[3]
No activity file was given, so power comes from the tool's default toggle rates.
