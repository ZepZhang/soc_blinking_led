File: /design/flow/run.sh
#!/bin/bash
# OpenROAD 26Q1-2900-gdf79404cd8, Yosys 0.63+post, stock flow scripts
make -C /OpenROAD-flow-scripts/flow DESIGN_CONFIG=/design/flow/config.mk WORK_HOME=/design/flow/orfs finish
File: /design/flow/constraint.sdc
current_design delay_ctrl

set clk_period 2.3
set clk_io_pct 0.2

create_clock -name clk0 -period $clk_period [get_ports {clk}]

set non_clock_inputs [all_inputs -no_clocks]
set_input_delay [expr $clk_period * $clk_io_pct] -clock clk0 $non_clock_inputs
set_output_delay [expr $clk_period * $clk_io_pct] -clock clk0 [all_outputs]
File: /design/flow/config.mk
export PLATFORM = sky130hd
export DESIGN_NAME = delay_ctrl
export DESIGN_NICKNAME = delay_ctrl
export VERILOG_FILES = /design/flow/design.v
export SDC_FILE = /design/flow/constraint.sdc
export NUM_CORES = 4
export LEC_CHECK = 1
export CORE_AREA = 10 10 70 70
export DIE_AREA = 0 0 80 80
File: /design/flow/design.v
module delay_ctrl (
    input clk,
    input reset,
    input faster,
    input slower,
    output [3:0] delay,
    input write,
    input [7:0] writedata
);
reg [3:0] delay_intern = 4'b1000;
assign delay = delay_intern;
always @(posedge clk) begin
    if (reset)
        delay_intern <= 4'b1000;
    else if (write)
        delay_intern <= writedata[3:0];
    else if (faster && delay_intern != 4'b0001)
        delay_intern <= delay_intern - 1'b1; 
    else if (slower && delay_intern != 4'b1111)
        delay_intern <= delay_intern + 1'b1;
end
endmodule
==> reports/metrics.yaml <==
avgRoutedWirePerCell_um: 9.813
most_utilized_layer_in_the_global_route_result: "met1"
dr.pass1.iters: 4
fin_crit_ns: 2.028
finalWirelength_um: 1099
top_regs: "delay_intern x4"
critPathArrivalTime_ns: 2.15
post_cts_resized: 0
ant_nets: 0
holdCritStartpoint: "delay_intern[1]$_SDFFE_PP0P_"
rsz0062_at_grt: "false"
core-area_sq_um: 3416
global_route.usage.met1_pct: 5.113
grt_overflow: 0
final_common_cell: "sky130_fd_sc_hd__clkdlybuf4s50_1"
final_cells: 112
critical_path.startpoint_type: "primary input"
boundaryPins: 17
finalCritPeriodShare_pct: 88.18
layout-area-overhead-vs-synth_pct: 49.24
die_h_um: 80
post_route_cells_drive_above_1_share_pct: 19.70
power_density_nw_per_um2: 419.6
ys_seq_share_pct: 19.34
critical_path.max_fanout: 4
initialDrtViolationCount: 32
worst_r2r_endpoint: "delay_intern[3]$_SDFFE_PP1P_"
timing_hold_violations_final: 0
antenna_found_initial: 0
synthesis.yosys.warnings: 1
largest_register_ffs: 4
setup.worst_path.class: "primary input to flip-flop"
clock.latency.late_pin_ns: 0.24
synth-main-ff-cell: "sky130_fd_sc_hd__dfxtp_1"
number_of_global_route_vias_before_repair: 408
power.leakage_nw: 0.2235
tritoncts: "done"
die-width_um: 80
power_w: 0.0002594
max_cap_violations: 0
max_freq_mhz: 493.1
slew_viol_final: 0
dpl.hpwl_um: 904
post_synth_num_cell_types: 33
ys.flops: 4
gp_congestion: 0.7565
cts.clk_slew.worst_paths_ns: 0.04
grt_first_pass_wirelength_um: 1911
regToRegStartpoint: "delay_intern[1]$_SDFFE_PP0P_"
critPathCaptureType: "flip-flop"
cts.path.max_buffers: 2
setup-violations-final: 0
worst_ep_required_time_ns: 2.42
reg2regPathDepth: 6
detailroute.via_count: 423
timing.setup.tns_ns: 0
timing.clock.skew_ns: 0.009281
preCtsSetupSlack_ns: 0.01102
outcome: "completed"
cts-hold-fix-buffers: 0
num_rows: 21
ys_async_sr_fraction_pct: 0
dp_cells: 109
worst_hold_path_type: "flip-flop to flip-flop"
yosys-stat-cells: 50
worst_hold_path.num_cells: 2
chip_area_sq_um: 6400
warning_count: 31
ir_worst_vdd_uv: 118.0
synthesis.instances: 50
maxSlewHeadroom_pct: 68.86
yosysChipArea_sq_um: 414.1
grt_max_degree: 12
clock_sink_count: 4
synthesis.area_per_instance_sq_um: 8.283
timing.final.ws_setup_ns: 0.2719
cts_root_buffer: "sky130_fd_sc_hd__clkbuf_4"
antenna-diode-count: 0
ff2ff_setup_slack_ns: 0.35
global_route.usage.met2_pct: 4.896
layout_top_cells_excl_fill_tap: "sky130_fd_sc_hd__clkdlybuf4s50_1 (12), sky130_fd_sc_hd__inv_1 (5), sky130_fd_sc_hd__dfxtp_1 (4)"
grt_util_met3_pct: 1.818
min_delay_worst_endpoint: "delay_intern[1]$_SDFFE_PP0P_"
post_drt_via_cell_ratio: 3.777
post-cts-setup-buffers: 0
starting_density_of_the_core_pct: 12.12
cts_buffers: 3
post-route-drc-count: 0
clock_tree.htree_level_count: 1
largest-register: "delay_intern"
syn-cell-area_sq_um: 414.1
place.port_buffers: 12
synth-edff-count: 0
timing_worst_slew_pin_value_ns: 0.4635
groute.usage.overall_pct: 3.634
==> cells in the mapped netlist (2+ instances only) <==
library cell,count,area [sq um]
sky130_fd_sc_hd__inv_1,5,18.77
sky130_fd_sc_hd__dfxtp_1,4,80.08
sky130_fd_sc_hd__ha_1,3,37.54
sky130_fd_sc_hd__nor3_1,3,15.01
sky130_fd_sc_hd__o21ai_0,3,15.01
sky130_fd_sc_hd__a21oi_1,2,10.01
sky130_fd_sc_hd__nand2_1,2,7.510
sky130_fd_sc_hd__nor2_1,2,7.510
sky130_fd_sc_hd__nor3b_1,2,15.01
==> kinds of logic after synthesis <==
family,after synthesis,synth area share (%)
flip-flops,4,19.34
AND/OR/NAND/NOR,22,38.98
AND-OR/OR-AND,13,21.45
XOR/XNOR,1,2.115
adder cells (fa/ha/maj),3,9.064
buffers and inverters,7,9.064
==> power breakdown <==
part	switching, W	internal (W)
clock	0.0000294	0.0000584
combinational	0.0000302	0.0000535
sequential	0.0000115	0.0000763
total	0.0000711	0.000188
==> final cells by class <==
cell class / count / area, sq um
Clock buffer: 3 / 22.52
Sequential cell: 4 / 80.08
Multi-Input combinational cell: 39 / 296.5
Fill cell: 395 / 2798
Tap cell: 46 / 57.56
Inverter: 5 / 18.77
Timing Repair Buffer: 15 / 142.6
==> routing by layer <==
layer / vias up / wire [um]
met2: 16 / 433
li1: 219 / -
met4: 0 / 0
met3: 0 / 92
met1: 188 / 573
met5: - / 0
==> critical path, stage by stage <==
cell	delay, ns
sky130_fd_sc_hd__clkdlybuf4s50_1	0.53
sky130_fd_sc_hd__and4b_4	0.22
sky130_fd_sc_hd__or3_4	0.33
sky130_fd_sc_hd__or4_1	0.50
sky130_fd_sc_hd__o311a_1	0.11
==> per-stage QoR <==
stage	cell area [sq um]	hold slack, ns	util, %
after floorplan	414.1	0.5291	-
after global placement	595.6	0.6276	17.44
after detailed placement	595.6	0.6216	17.44
after CTS	618.1	0.6281	18.10
after global routing	618.1	0.7177	18.10
final	618.1	0.6265	18.10
==> worst max path at each step <==
stage,slack [ns],cells past startpoint,endpoint,from
global route,0.22,6,delay_intern[3]$_SDFFE_PP1P_,delay_intern[1]$_SDFFE_PP0P_
finish,0.27,5,delay_intern[3]$_SDFFE_PP1P_,faster
CTS,0.26,5,delay_intern[3]$_SDFFE_PP1P_,faster
Power is estimated from default activity; no workload was simulated.
