$ cat flow/constraint.sdc
current_design blinker

set clk_period 5.0
set clk_io_pct 0.2

create_clock -name clk0 -period $clk_period [get_ports {clk}]

set non_clock_inputs [all_inputs -no_clocks]
set_input_delay [expr $clk_period * $clk_io_pct] -clock clk0 $non_clock_inputs
set_output_delay [expr $clk_period * $clk_io_pct] -clock clk0 [all_outputs]
$ cat flow/config.mk
export PLATFORM = sky130hd
export DESIGN_NAME = blinker
export DESIGN_NICKNAME = blinker
export VERILOG_FILES = /design/flow/design.v
export SDC_FILE = /design/flow/constraint.sdc
export NUM_CORES = 4
export LEC_CHECK = 1
export CORE_UTILIZATION = 30
$ cat flow/run.sh
#!/bin/bash
# OpenROAD 26Q1-2900-gdf79404cd8, Yosys 0.63+post, stock flow scripts
make -C /OpenROAD-flow-scripts/flow DESIGN_CONFIG=/design/flow/config.mk WORK_HOME=/design/flow/orfs finish
$ cat flow/design.v
module blinker (
    input clk,
    input [3:0] delay,
    output reg [9:0] led,
    input reset,
    input pause
);
reg [23:0] count = 24'b0;
reg [4:0] pos = 5'b00000;
reg running = 1'b1;
always @(pos) begin
    case (pos)
        5'b00000: led <= 10'b0000000001;
        5'b00001: led <= 10'b0000000010;
        5'b00010: led <= 10'b0000000100;
        5'b00011: led <= 10'b0000001000;
        5'b00100: led <= 10'b0000010000;
        5'b00101: led <= 10'b0000100000;
		  5'b00110: led <= 10'b0001000000;
		  5'b00111: led <= 10'b0010000000;
		  5'b01000: led <= 10'b0100000000;
		  5'b01001: led <= 10'b1000000000;
        5'b01010: led <= 10'b0100000000;
        5'b01011: led <= 10'b0010000000;
        5'b01100: led <= 10'b0001000000;
        5'b01101: led <= 10'b0000100000;
        5'b01110: led <= 10'b0000010000;
		  5'b01111: led <= 10'b0000001000;
		  5'b10000: led <= 10'b0000000100;
		  5'b10001: led <= 10'b0000000010;
        default: led <= 10'b0;
    endcase
end
always @(posedge clk) begin
    if (reset) begin
        count <= 24'b0;
        pos <= 5'b00000;
        running <= 1'b1;
    end else if (pause) begin
        running <= !running;
    end else if (running) begin
        if (count == 24'b0) begin
            count <= {delay, 20'b0};
            if (pos == 5'b10001)
                pos <= 5'b00000;
            else
                pos <= pos + 1'b1;
        end else begin
            count <= count - 1'b1;
        end
    end
end
endmodule
==> qor.tcl <==
set qor(viasPerCell) 4.93
set qor(max_slew_margin) 0.563
set qor(die.size.x_microns) 78.7
set qor(start_kind) {flop}
set qor(clk_latency_ps) 280
set qor(power.ir.vdd_worst_v) 0.000392
set qor(groute.usage.overall) 0.133
set qor(ys_async_sr_fraction) 0
set qor(grt.overflow.total) 0
set qor(num_rows) 27
set qor(status) {finished, final reports clean}
set qor(fillers) 569
set qor(dominantRegCellSynth) {sky130_fd_sc_hd__dfxtp_1}
set qor(leakagePower_nw) 0.744
set qor(synth.top_cell.area_share) 0.340
set qor(cts.hold.buffers_added) 0
set qor(path_clk_slew_ps) 60
set qor(chipArea_sq_mm) 0.00620
set qor(clock_skew_ps) 2.63
set qor(postRouteAntennaNets) 0
set qor(crit_slowest_cell) {sky130_fd_sc_hd__clkdlybuf4s50_1}
set qor(globalplace.congestion) 0.818
set qor(grt_start_max_net_pins) 18
set qor(cts-buffers-inserted) 5
set qor(placeableCoreArea_sq_mm) 0.00557
set qor(clk_root_buffer_cell) {sky130_fd_sc_hd__clkbuf_8}
set qor(drt_wl_total_microns) 3710
set qor(hold_viol) 0
set qor(yosys_warnings) 1
set qor(postCtsSetupRepairBufs) 0
set qor(fp_util) 0.317
set qor(setup-violations-final) 0
set qor(synthesis.instances) 211
set qor(synth.yosys.num_cells) 211
set qor(tool_warnings) 30
set qor(synth_area_per_cell_sq_um) 8.37
set qor(hold_class) {flop to flop}
set qor(synth_flops) 30
set qor(timing.critical_path.required_ps) 4000
set qor(number_of_antenna_violations_at_the_first_check_in_global_routing) 0
set qor(cts_buffer_depth) 2
set qor(power-per-cell-area_mw_per_mm2) 799
set qor(timing.setup.tns_ps) 0
set qor(power.total_mw) 1.67
set qor(max_cap_viol_count) 0
set qor(dp_hpwl_microns) 2610
set qor(ys_chip_area_sq_mm) 0.00177
set qor(antenna_cells_inserted) 0
set qor(timing_worst_setup_path_type) {flop to primary output}
set qor(drt-wirelength-per-cell_microns) 12.4
set qor(drt_iter0_markers) 67
set qor(crit_fanout) 6
set qor(yosysTopAreaCell) {sky130_fd_sc_hd__dfxtp_1}
set qor(grt_first_pass_wirelength_microns) 6510
set qor(worst_r2r_startpoint) {count[10]}
set qor(detailroute.via_count) 1474
set qor(seqCellArea_sq_um) 601
set qor(grt_pass1_vias) 1364
set qor(post_synth_tally_of_flip_flops_with_integrated_enable) 0
set qor(timing.critical_path.from) {pos[0]}
set qor(final-max-slew-violation-count) 0
set qor(drt-pass1-iter-count) 4
set qor(clock_sink_count) 30
set qor(critical_path.max_stage_delay_ps) 540
set qor(worstMarginPinSlew_ps) 650
set qor(timing.final.crit_share) 0.562
set qor(holdCritStartpoint) {count[20]}
set qor(drt_drc_violations_left) 0
set qor(post_synthesis_instance_area_sq_mm) 0.00177
set qor(cts_tree) {done}
set qor(unrepaired_setup_endpoints_after_global_routing) {false}
set qor(crit_arrival_ps) 1810
set qor(min_period_ps) 2810
set qor(worstSetupEndpointType) {primary output}
set qor(area_delta_synth_final_pct) 18.6
set qor(die.size.y_microns) 78.7
set qor(htree_num_levels) 2
set qor(ys_types) 42
set qor(topCellsByArea) {sky130_fd_sc_hd__dfxtp_1 34%, sky130_fd_sc_hd__nor2_1 6.6%, sky130_fd_sc_hd__ha_1 5.7%}
set qor(max_freq_mhz) 356
set qor(critical_path.cell_chain) {ha_1 -> inv_1 -> nor3_1 -> clkdlybuf4s50_1}
set qor(top_level_ports) 17
set qor(synth_seq_share) 0.340
set qor(cts-resized-gates) 0
set qor(fraction_of_layout_instances_using_a_drive_strength_above_1) 0.0705
set qor(placement.io_buffers) 16
set qor(multi_input_comb_area_sq_mm) 0.00110
## worst paths after layout
| path | slack (ps) | cells past startpoint | endpoint |
|---|---|---|---|
| max | 2190 | 4 | led[1] |
| min | 480 | 2 | count[20] |
| max reg2reg | 2610 | 5 | count[8] |
| min reg2reg | 480 | 2 | count[20] |
## metrics by stage
| step | std cells | hold WS [ps] | instance area, sq um | util | setup WS, ps |
|---|---|---|---|---|---|
| floorplan | 211 | 443 | 1770 | - | 2830 |
| detailed placement | 291 | 467 | 1980 | 0.356 | 2010 |
| global route | 299 | 505 | 2090 | 0.376 | 2000 |
| global placement | 291 | 466 | 1980 | 0.356 | 2020 |
| CTS | 299 | 475 | 2090 | 0.376 | 2160 |
| finish | 299 | 476 | 2090 | 0.376 | 2190 |
## registers in the layout, indices dropped and copies added, names as in the netlist
signal / flops
running: 1
count: 24
pos: 5
## cell families (layout without fill, tap and decap cells)
family | after synthesis | in the layout | share of synthesized area
AND-OR/OR-AND | 31 | 31 | 0.123
XOR/XNOR | 14 | 14 | 0.0695
adder cells (fa/ha/maj) | 8 | 8 | 0.0567
buffers and inverters | 16 | 32 | 0.0354
flip-flops | 30 | 30 | 0.340
multiplexers | 5 | 5 | 0.0283
AND/OR/NAND/NOR | 107 | 107 | 0.347
## critical path, delay by kind of cell (launching register included)
| family | cells | cell delay (ps) |
|---|---|---|
| buf+inv | 2 | 600 |
| flops | 1 | 420 |
| simple gates | 1 | 340 |
| fa+ha+maj | 1 | 170 |
## layout by cell type (no fill, tap or decap), types with 2 or more instances in the layout
master,n
sky130_fd_sc_hd__a21oi_1,12
sky130_fd_sc_hd__nor4_1,6
sky130_fd_sc_hd__inv_1,8
sky130_fd_sc_hd__mux2i_1,5
sky130_fd_sc_hd__nand4_1,4
sky130_fd_sc_hd__a32o_1,3
sky130_fd_sc_hd__clkdlybuf4s50_1,16
sky130_fd_sc_hd__nor4b_1,3
sky130_fd_sc_hd__xor2_1,8
sky130_fd_sc_hd__and4_1,2
sky130_fd_sc_hd__o31ai_1,2
sky130_fd_sc_hd__clkbuf_8,8
sky130_fd_sc_hd__xnor2_1,6
sky130_fd_sc_hd__nor2b_1,4
sky130_fd_sc_hd__dfxtp_1,30
sky130_fd_sc_hd__o21ai_1,3
sky130_fd_sc_hd__nand2b_1,4
sky130_fd_sc_hd__or3_1,7
sky130_fd_sc_hd__o21ai_0,2
sky130_fd_sc_hd__nor3_1,11
sky130_fd_sc_hd__nor2_1,31
sky130_fd_sc_hd__nor4_4,2
sky130_fd_sc_hd__nand3_1,8
sky130_fd_sc_hd__or4_4,2
sky130_fd_sc_hd__ha_1,8
sky130_fd_sc_hd__or4_1,2
sky130_fd_sc_hd__a22oi_1,2
sky130_fd_sc_hd__nand2_1,15
## where the power goes
part | internal, mW | switching [mW]
logic | 0.402 | 0.601
registers | 0.334 | 0.108
clock network | 0.139 | 0.0878
## layout make-up
type                       instances  share of cell area
clock buffer                       8              0.0526
inverter                           8              0.0143
multi-input combinational        165               0.527
sequential                        30               0.287
tap                               72              0.0430
timing repair buffer              16              0.0765
## routing by layer
metal	up-vias	track usage	routed length (microns)
met3	7	0.0303	122
met5	-	0	0
met2	26	0.203	1580
met4	0	0.0148	48
li1	788	-	-
met1	653	0.200	1960
## cells in the mapped netlist (all sizes together), types with 2 or more instances
master   n
nand4    5
nand2b   4
nor2    31
mux2i    5
a22oi    2
inv      8
nor4b    3
nand2   15
nor3    12
xor2     8
o21ai    5
a21oi   12
nand3    8
dfxtp   30
clkbuf   4
and4     2
or3      7
a32o     3
xnor2    6
nor2b    4
or4      4
ha       8
o31ai    2
buf      4
nor4     9
Power and IR drop assume default switching activity.
